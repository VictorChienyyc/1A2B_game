## ./run.sh

```bash
#!/bin/bash
# OpenROAD 26Q1-2900-gdf79404cd8, Yosys 0.63+post, stock flow scripts
make -C /OpenROAD-flow-scripts/flow DESIGN_CONFIG=/design/flow/config.mk WORK_HOME=/design/flow/orfs finish
```

## ./config.mk

```make
export PLATFORM = sky130hd
export DESIGN_NAME = dp
export DESIGN_NICKNAME = dp
export VERILOG_FILES = /design/flow/design.v
export SDC_FILE = /design/flow/constraint.sdc
export NUM_CORES = 4
export LEC_CHECK = 1
export CORE_AREA = 10 10 70 70
export DIE_AREA = 0 0 80 80
```

## ./constraint.sdc

```tcl
current_design dp

set clk_period 2.2
set clk_io_pct 0.2

create_clock -name clk0 -period $clk_period [get_ports {clka}]

set non_clock_inputs [all_inputs -no_clocks]
set_input_delay [expr $clk_period * $clk_io_pct] -clock clk0 $non_clock_inputs
set_output_delay [expr $clk_period * $clk_io_pct] -clock clk0 [all_outputs]
```

## ./design.v

```verilog
module prng(
    input clk,
    input reset,
  	output reg [3:0] random_num
);
reg [7:0] random;
wire feedback = random[7] ^ random[5] ^ random[4] ^ random[3];
always @(negedge clk or posedge reset) begin
    if (reset) begin
        random <= 8'b1111_1111;
    end else begin
        random <= {random[6:0], feedback};
        random_num <= random % 10;
    end
end
endmodule
module dp (clka, clkb, ans0, ans1, ans2, ans3, reset, save_test, valid, dp_same, dp_input_error, Anum, Bnum);
input clka, clkb, reset, save_test;
input wire [3:0] ans0, ans1, ans2, ans3;
output valid, dp_same, dp_input_error;
output wire [2:0] Anum, Bnum;
wire dp_input_error, dp_same;
reg valid;
reg  [3:0] num0, num1, num2, num3;
reg  [3:0] temp0, temp1, temp2, temp3;
wire [3:0] random_num;
reg [2:0] Anum_temp;
reg [2:0] Bnum_temp;
prng prng_inst(.clk(clka), .reset(reset), .random_num(random_num));
reg [3:0] count; 
initial begin
        Anum_temp = 4; Bnum_temp = 4;
        #220 Anum_temp = 3; Bnum_temp = 3;
        #40  Anum_temp = 2; Bnum_temp = 2;
        #40  Anum_temp = 1; Bnum_temp = 1;
        #40  Anum_temp = 0; Bnum_temp = 0;
        #60  Anum_temp = 0; Bnum_temp = 3;
        #440 Anum_temp = 2; Bnum_temp = 1;
        #400 Anum_temp = 3; Bnum_temp = 0;
        #440 Anum_temp = 4; Bnum_temp = 0;
    end
always @(negedge clka)
begin
    if (reset) begin
        count <= 0;
        valid <= 0;
        num0 <= 4'b0000;
        num1 <= 4'b0000;
        num2 <= 4'b0000;
        num3 <= 4'b0000;
    end 
    else if (save_test) begin
        case (count)
            0: begin
                count <= count + 1;
            end
            1: begin
                num0 <= random_num;
                count <= count + 1;
            end
            2: if (1) begin
                num1 <= random_num;
                count <= count + 1;
            end
            3: if (1) begin
                num2 <= random_num;
                count <= count + 1;
            end
            4: if (1) begin
                num3 <= random_num;
                count <= count + 1;
                valid <= 1;
            end
            default: begin
                count <= count;
                valid <= 0;
            end
        endcase
    end
end
always @(negedge clkb)
begin
if (reset)
    begin
        temp0 <= 4'b0000;
        temp1 <= 4'b0000;
        temp2 <= 4'b0000;
        temp3 <= 4'b0000;
    end
else if (count == 5)
    begin
        temp0 <= ans0;
        temp1 <= ans1;
        temp2 <= ans2;
        temp3 <= ans3;
    end
end
assign Anum = Anum_temp;
assign Bnum = Bnum_temp;
assign dp_input_error = (ans0 == ans1) || (ans0 == ans2) || (ans0 == ans3) || (ans1 == ans2) || (ans1 == ans3) || (ans2 == ans3);
assign dp_same = (Anum == 4) && (Bnum == 0);
endmodule  
```

==> changes_impl.md <==
### Metrics

- # IOs: 29
- IO buf count: 20
- Yosys top cell by area: xnor2_1
- CP Depth: 1
- Max incr delay on CP: 310 ps
- Top-area cell share: 0.228
- Post-synth ARST share: 0
- Crit path launch: valid$_SDFFE_NP0P_
- Final setup violation count: 1
- Seq/Total Area, Yosys: 0.163
- Clock Tree Buf Depth: 2
- Synth warn: 2
- Reg area: 101 um2
- Routed WL: 1560 um
- PnR worst setup slack: -57.2 ps
- Largest net degree at the start of global routing: 6
- Peak supply drop: 137 uV
- 1st-iter DRT viols: 12
- WP data required: 1760 ps
- Logic cell area: 469 um2
- CTS Buf Count: 3
- Initial antenna violation count: 0
- Final hold violation count: 0
- Kind of cell adding the most delay to the critical path: flip-flops
- Ys cells: 74
- Violated checks: setup timing
- H-tree depth: 1
- Final core utilization: 0.290
- Post-synth EDFFs: 0
- Per-cell routed wire length: 9.56 um
- Crit-path cells: buf_2
- Postcts setup bufs: 0
- Row cnt: 21
- Die outline width: 80 um
- Tool warning count: 36
- DPL Wire Length: 1350 um
- FF-to-FF path depth: 6
- Crit path kind: reg2out
- Final Max Slew Viols: 0
- Root Buffer: clkbuf_4
- Endpoint type of the worst setup path: output pin
- Leak pwr: 0.459 nW
- Arr. time, crit path: 1820 ps
- # Max-Cap Violations: 0
- Via count: 608
- Crit path to: valid
- R2r startpoint: count[0]$_SDFFE_NP0P_
- Worst path slowest cell: dfxtp_2
- Cell variety after synth: 22
- DRC Markers: 0
- Synth Instances: 74
- Die Y: 80 um
- R2r setup slk: 450 ps
- Die area: 6400 um2
- DR pass1 iterations: 3
- Gr usage total: 0.0478
- Seq cells post-synth: 5
- Final-layout fill cell count: 367
- Antenna-violating nets left: 0
- Clk sink count: 5
- Power Dens Cells: 444 nW/um2
- Remaining global-route overflow: 0
- CTS tree: built
- GP Congestion: 0.793
- First-pass GRT wire length: 2550 um
- Reg2reg end: count[0]$_SDFFE_NP0P_
- Post-DR vias/cell: 3.73
- Worst Hold Class: reg2reg
- Late-Pin Clk Latency: 310 ps
- Clock Skews: 9.65 ps
- Max FO, Critical Path: 2
- Syn Area/Cell: 8.30 um2
- Status: finished with violations
- N_diodes: 0
- Pre-Place Util: 0.180
- Top-count cell post-synth: xnor2_1
- P&R area growth vs syn: 61.3%
- Top_reg_cell synth: dfxtp_1
- Crit path buffers/inverters: 1
- Vias in the first global route: 637
- Biggest area cells: xnor2_1 (23%), dfxtp_1 (16%), xor2_1 (11%)
- Yosys chip area: 614 um2
- Worst setup SP type: flop
- Hold Startpoint: valid$_SDFFE_NP0P_
- Layout cells sized above 1: 0.214
- RSZ-0062 raised after global routing: yes
- Core ar.: 3420 um2
- Most frequent cells after synthesis: xnor2_1 (16), xor2_1 (8), buf_4 (7), nor2_1 (7)
- Synth Cell Area: 614 um2
- Clk slew on worst S/H paths: 40 ps
- Design Power: 0.440 mW
report_power, final:
group	total, mW	internal, mW	switching [mW]
clock network	0.138	0.0765	0.0617
registers	0.109	0.100	0.00857
logic	0.193	0.109	0.0842
total	0.440	0.286	0.154
final cells by class:
type                    count  share of cell area
well taps                  46              0.0581
multi-input cells          62               0.473
clock buffers               3              0.0227
repair buffers             37               0.306
flip-flops and latches      5               0.102
clock inverters             6              0.0227
inverters                   4              0.0152
through the flow:
| step | setup TNS [ps] | setup slack [ps] | hold WS, ps | instance area, um2 | instances |
|---|---|---|---|---|---|
| floorplan | 0 | 118 | 432 | 633 | 79 |
| global placement | -2220 | -440 | 456 | 966 | 155 |
| detailed placement | -2290 | -451 | 470 | 966 | 155 |
| CTS | -74.1 | -74.1 | 473 | 991 | 163 |
| global route | -101 | -101 | 521 | 991 | 163 |
| finish | -57.2 | -57.2 | 471 | 991 | 163 |
kinds of logic (layout without fill, tap and decap cells):
kind of cell,count (synthesis),count (layout),share of synthesized area
XOR/XNOR,24,24,0.342
AND/OR/NAND/NOR,17,17,0.147
buffers and inverters,12,50,0.116
AND-OR/OR-AND,8,8,0.0978
flip-flops,5,5,0.163
adder cells (fa/ha/maj),4,4,0.0815
other,2,7,0.0122
multiplexers,2,2,0.0407
how the worst min path moves through the flow:
| stage | endpoint | slack, ps | cells after the start |
|---|---|---|---|
| finish | valid$_SDFFE_NP0P_ | 470 | 2 |
| CTS | valid$_SDFFE_NP0P_ | 470 | 2 |
| global route | valid$_SDFFE_NP0P_ | 520 | 2 |
routing by layer:
metal  global-route usage  vias to the layer above  routed length (um)
met2               0.0859                       11                 847
met3               0.0125                        0                  39
li1                     -                      322                   -
met4              0.00880                        0                   0
met5                    0                        -                   0
met1               0.0556                      275                 671
timing repair:
action / CTS / global route
setup endpoints to repair: 7 / 1
cloned: 0 / 0
pin swaps: 3 / 0
hold buffers: 0 / 0
resized: 21 / 0
cell usage in the layout, fill, tap and decap left out, drive strengths merged:
| cell | instances |
|---|---|
| conb | 7 |
| dlygate4sd2 | 16 |
| xor2 | 8 |
| o2111ai | 1 |
| nor3 | 1 |
| o31ai | 1 |
| mux2 | 1 |
| o21a | 1 |
| nand3b | 1 |
| inv | 10 |
| nand4 | 3 |
| a21oi | 1 |
| nor4 | 3 |
| nor2 | 7 |
| xnor2 | 16 |
| buf | 18 |
| clkbuf | 3 |
| dfxtp | 5 |
| a41oi | 3 |
| o21ai | 1 |
| clkdlybuf4s50 | 3 |
| mux2i | 1 |
| nand2 | 2 |
| ha | 4 |
worst reg2reg max path, stage by stage, from the launching register on:
cell,delay (ps)
dfxtp_1,380
inv_1,110
ha_1,250
nor4_2,270
nor3_1,110
o21a_1,210
mux2_4,290
state kept, by name (all words and copies together), names as in the netlist:
name / count
count: 4
valid: 1
No activity file was given, so power comes from the tool's default toggle rates.
